$ cat design/flow/design.v
module MUX_B_ULA (input logic [2:0] SELECT,
                  input logic [63:0] B,
                  input logic [63:0] S_EXT,
                  input logic [63:0] S_EXT_SH_LEFT,
                  input logic [63:0] EXTENSOR,
                  output logic [63:0] SAIDA);
    always_comb begin
        if     (SELECT == 3'b000) SAIDA[63:0] = B[63:0];
        else if(SELECT == 3'b001) SAIDA[63:0] = 64'd4;
        else if(SELECT == 3'b010) SAIDA[63:0] = S_EXT[63:0];
        else if(SELECT == 3'b011) SAIDA[63:0] = S_EXT_SH_LEFT[63:0];
        else                      SAIDA[63:0] = EXTENSOR[63:0];
    end
endmodule
$ cat design/flow/run.sh
#!/bin/bash
# OpenROAD 26Q1-2900-gdf79404cd8, Yosys 0.63+post, stock flow scripts
make -C /OpenROAD-flow-scripts/flow DESIGN_CONFIG=/design/flow/config.mk WORK_HOME=/design/flow/orfs finish
$ cat design/flow/config.mk
export PLATFORM = sky130hd
export DESIGN_NAME = MUX_B_ULA
export DESIGN_NICKNAME = MUX_B_ULA
export VERILOG_FILES = /design/flow/design.v
export SDC_FILE = /design/flow/constraint.sdc
export NUM_CORES = 4
export LEC_CHECK = 1
export CORE_AREA = 10 10 153 153
export DIE_AREA = 0 0 163 163
$ cat design/flow/constraint.sdc
current_design MUX_B_ULA

set clk_period 8.0
set clk_io_pct 0.2

create_clock -name clk0 -period $clk_period

set non_clock_inputs [all_inputs -no_clocks]
set_input_delay [expr $clk_period * $clk_io_pct] -clock clk0 $non_clock_inputs
set_output_delay [expr $clk_period * $clk_io_pct] -clock clk0 [all_outputs]
==> results_slide.txt <==
Synthesis and Place & Route Summary

Status
  – Status: complete, no violations

Timing
  – Final hold viol count: 0
  – Fmax: 174.5 MHz
  – Slew Limit Fails: 0
  – Post-layout period usage: 71.62%
  – Setup violations, final: 0
  – RSZ-0062 raised after global routing: no
  – Slew @ Worst Pin: 732.8 ps
  – Crit path time final: 5730 ps
  – Slew headroom: 51.14%
  – Hold Worst Slack: 4065 ps
  – Setup tns final: 0 ps

Power and ir drop
  – Peak supply drop: 18.10 uV
  – Cell leakage power: 2.223 nW
  – PD cells: 50.09 mW/mm^2

Synth
  – Cell total in the yosys stat output: 300
  – Syn_area_per_cell: 8.287 um^2
  – Gate Count Post-Synth: 300
  – Cell area leaders: o211ai_2 30%, mux2i_1 26%, nand4b_1 22%, nand2_1 9.5%, buf_6 3.2%
  – Post-synthesis cell type count: 14
  – Area share, top type: 30.20%
  – Post-synth seq share: 0%
  – Post-synth top area cell: o211ai_2
  – Yosys stat area: 0.002486 mm^2
  – Synth warn: 1
  – Synthesized area: 0.002486 mm^2

Die
  – Num ports: 323
  – Full die area: 0.02657 mm^2
  – Init Core Util: 12.33%
  – Core area: 0.02017 mm^2
  – Die Ht: 163 um
  – Die width: 163 um
  – Row count: 52

Setup path
  – Type of destination of the critical path: output port
  – CP max FO: 66
  – Critical Path AT: 4130 ps
  – WP data required: 6400 ps
  – Critical path class: primary input to output port
  – CP Launch Type: primary input

Hold path
  – Worst Hold Class: primary input to output port

Route
  – Via count: 3490
  – Ant diodes: 0
  – DR iter-0 viols: 195
  – Final ANT Viol Nets: 0
  – Highest routed metal layer: met4
  – Routed wire length: 15.27 mm
  – Met3 WL post-DR: 1.193 mm
  – Number of vias per cell: 4.077
  – Metal2 WL: 7.853 mm
  – Total iterations of the first detailed-routing run: 4
  – DRC viols: 0
  – DRT met1 WL: 6.210 mm
  – WL/cell: 17.84 um

Global routing
  – Total gr overflow: 0
  – Initial antenna violation count: 0
  – Largest net degree at the start of global routing: 69
  – First-pass GRT wire length: 22.27 mm
  – GR Util All Layers: 10.52%
  – Vias in the first global route: 3783

CTS
  – Setup Buffers After CTS: 0
  – Hold-fix buffers at CTS: 0
  – PostCTS Resize Cnt: 0

Finish
  – Area grow syn2layout: 134.9%
  – FF+latch count: 0
  – Flop area: 0 um^2
  – # clk buffers: 0
  – Post-route cell area: 0.005841 mm^2
  – Share of cells above drive strength 1: 11.77%

Placed design
  – Port buffer count: 323
  – Post-DP HPWL: 12.70 mm
  – Final RePlAce weighted congestion: 0.8281
  – Placed cell areas: 0.005841 mm^2

Flow run
  – Max Cap Viol: 0
  – Tool warnings: 32
[logic make-up after synthesis]
kind of cell / after synthesis / share of synthesized area, %
AOI/OAI and AO/OA: 64 / 31.40
buffers and inverters: 42 / 10.07
muxes: 64 / 25.77
and+or+nand+nor: 130 / 32.76
[metrics by stage]
stage / instances / total power, mW / utilization (%) / worst slack, ps
floorplan: 300 / 0.09738 / - / 4175
global placement: 856 / 0.2972 / 28.96 / 2275
detailed placement: 856 / 0.2959 / 28.96 / 2229
CTS: 856 / 0.2974 / 28.96 / 2226
global route: 856 / 0.3162 / 28.96 / 2087
finish: 856 / 0.2925 / 28.96 / 2270
[cells in the mapped netlist]
cell type,number
buf_6,7
a211oi_1,1
buf_2,5
nand2_1,63
nor4bb_1,1
nand4b_1,63
or2_1,1
mux2i_1,64
o211ai_1,3
clkbuf_1,21
nor2b_1,1
o211ai_2,60
nor2_1,1
buf_4,9
[final timing paths]
kind / start / endpoint / cells past startpoint
hold / removal: SELECT[1] / SAIDA[36] / 4
setup / recovery: SELECT[0] / SAIDA[30] / 6
[critical path: stages]
cell and delay, ps:
buf_2 80, buf_4 570, or2_4 650, buf_4 570, o211ai_2 160, clkdlybuf4s50_1 440
[power by group]
group	switching (mW)	internal (mW)
sequential	0	0
combinational	0.0904	0.202
clock	0	0
[routing by layer]
metal  track usage, %  vias to the layer above
li1                 -                     1755
met1            12.75                     1577
met2            19.11                      156
met3            2.926                        2
met4           0.1230                        0
met5                0                        -
[cell usage in the layout, fill, tap and decap left out, drive strengths merged]
cell type / n
a211oi: 1
buf: 8
clkdlybuf4s50: 320
mux2i: 64
nand2: 63
nand4b: 63
nor2: 1
nor2b: 1
nor4bb: 1
o211ai: 63
or2: 1
[cell type report]
| class | count | area [um^2] |
|---|---|---|
| fillers | 2169 | 14330 |
| multi-input cells | 258 | 2238 |
| well taps | 270 | 337.8 |
| repair buffers | 328 | 3264 |
Power figures rest on the tool's default switching activity, not on a simulated workload.
