--- config.mk ---
export PLATFORM = sky130hd
export DESIGN_NAME = MUX_WRT_DATA
export DESIGN_NICKNAME = MUX_WRT_DATA
export VERILOG_FILES = /design/flow/design.v
export SDC_FILE = /design/flow/constraint.sdc
export NUM_CORES = 4
export LEC_CHECK = 1
export CORE_AREA = 10 10 73 73
export DIE_AREA = 0 0 83 83
--- constraint.sdc ---
current_design MUX_WRT_DATA

set clk_period 3.4
set clk_io_pct 0.2

create_clock -name clk0 -period $clk_period

set non_clock_inputs [all_inputs -no_clocks]
set_input_delay [expr $clk_period * $clk_io_pct] -clock clk0 $non_clock_inputs
set_output_delay [expr $clk_period * $clk_io_pct] -clock clk0 [all_outputs]
--- design.v ---
module MUX_WRT_DATA (input logic [63:0] B,
                     input logic [1:0] SELECT,
                     output logic [63:0] SAIDA);
    always_comb begin
        if(SELECT == 2'b00) begin
            SAIDA               = B;
        end
        else if(SELECT == 2'b01) begin
            SAIDA[31:0] = B[31:0];
            if(B[31] == 1) SAIDA[63:32] = 32'hffffffff;
            else SAIDA[63:32]   = 32'h00000000;
        end
        else if(SELECT == 2'b10) begin
            SAIDA[15:0]         = B[15:0];
            if(B[15] == 1) SAIDA[63:16] = 48'hffffffffff;
            else SAIDA[63:16]   = 48'h0000000000;
        end
        else begin
            SAIDA[7:0]          = B[7:0];
            if(B[7] == 1) SAIDA[63:8] = 56'hfffffffffff;
            else SAIDA[63:8]    = 56'h00000000000000;
        end
    end
endmodule
--- run.sh ---
#!/bin/bash
# OpenROAD 26Q1-2900-gdf79404cd8, Yosys 0.63+post, stock flow scripts
make -C /OpenROAD-flow-scripts/flow DESIGN_CONFIG=/design/flow/config.mk WORK_HOME=/design/flow/orfs finish
==> impl_metrics.ini <==
; flow metrics
[sta]
hold_violations = 0
fin_crit_sh = 0.943
rsz0062_at_grt = no
tns_ns = 0
max_slew_margin = 0.475
slew_violations = 0
worst_slew_pin_slew_ns = 0.772
finalSetupViolCount = 0
period_minus_slack_ns = 3.21
fmax_mhz = 312

[global_routing]
grt_pass1_vias = 1321
grt-ovfl-total = 0
grt_pass1_wl_um = 7270
grt_usage = 0.120
grt_max_degree = 37
antenna_found_initial = 0

[critical_path]
cp-start-kind = input port
worstSetupEndpointType = primary output
cp.arrival_ns = 2.53
cp_slowest_cell = mux2i_2
path_cells = clkdlybuf4s50_1 -> mux2i_2 -> mux2i_1 -> clkdlybuf4s50_1
cpMostUsedCell = clkdlybuf4s50_1
cp_num_buf_inv = 2
critPathMaxStageDelay_ns = 0.67
critical-path-top-delay-family = buffers and inverters
cp.required_ns = 2.72
path_class = in -> out
crit_fanout = 14

[min_path]
min_to = SAIDA[0]
min_from = B[0]
hp-class = in -> out
worst_hold_path.num_cells = 0

[final_layout]
drive_gt1_frac = 0.0390
area_growth_syn_to_layout_pct = 111
flops = 0
seqCellArea_sq_um = 0
nClkBuffers = 0

[die]
die_y_um = 83
chipArea_sq_um = 6890
die_x_um = 83
initCoreUtil = 0.261
rows = 22
coreArea_sq_um = 3740
pin_count = 130

[synthesis]
syn_avg_cell_area_sq_um = 7.23
netlist_area_sq_um = 976
yosysSeqAreaShare = 0
synth-warning-count = 1
yosys_cells = 135
yosys_area_sq_um = 976
syn_inst = 135
synthDistinctLibCells = 15

[drt]
drc_errors = 0
routed_wirelength_um = 4660
ant_nets = 0
drt_iter0_markers = 19
wl_per_cell_um = 16.7
drt_pass1_iterations = 2
viasPerCell = 4.58
n_antenna_cell = 0
vias = 1277

[pwr]
power_density_nw_per_um2 = 140
vdd_drop_max_mv = 0.0526
total_power_w = 0.000288
p_leak_nw = 0.906

[run_status]
status = finished, final reports clean

[placement]
dp_hpwl_um = 3610
io_buffer_count = 116
gp_congestion = 0.807

[job]
max_cap_viol_count = 0
tool_warnings = 32
==> synthesized netlist by cell type, types with 2 or more instances <==
cell / instances / area, sq um
mux2i_1: 44 / 440
a21oi_1: 24 / 120
nor2_1: 16 / 60.1
buf_4: 12 / 90.1
a21o_1: 8 / 60.1
nand2b_1: 8 / 50.1
clkbuf_1: 5 / 18.8
buf_2: 4 / 20.0
buf_6: 4 / 45.0
o21ai_0: 4 / 20.0
nand2_1: 2 / 7.51
==> metal layers <==
layer	vias to the layer above	part of all wire	GRT usage
met4	0	0.0041	0.00462
li1	662	-	-
met1	556	0.43	0.148
met5	-	0	0
met2	57	0.48	0.206
met3	2	0.086	0.0404
==> power breakdown <==
| part | switching (W) | leakage (nW) | internal, W |
|---|---|---|---|
| registers | 0 | 0 | 0 |
| logic | 0.0000876 | 0.906 | 0.000200 |
| clock network | 0 | 0 | 0 |
| total | 0.0000876 | 0.906 | 0.000200 |
==> per-stage QoR <==
stage               setup WS [ns]  utilization  std cells  instance area (sq um)  hold slack [ns]
floorplan                    1.39            -        135                    976             1.42
global placement            0.140        0.546        278                   2040             1.36
detailed placement          0.105        0.546        278                   2040             1.36
CTS                         0.103        0.546        278                   2040             1.36
global route                0.127        0.549        279                   2060             1.36
finish                      0.193        0.549        279                   2060             1.36
==> placed cells by master, fill, tap and decap left out <==
cell,instances
o21ai_0,4
mux2i_1,44
buf_2,2
a21oi_1,24
mux2i_4,1
nand2_1,2
nor2_1,16
nand2b_1,8
and3_1,1
buf_4,5
mux2i_2,1
a21o_1,8
nand3b_1,1
clkdlybuf4s50_1,114
==> area by class of cell <==
class,instances,area [sq um]
Fill cell,334,1690
Tap cell,48,60.1
Timing Repair Buffer,121,1190
Multi-Input combinational cell,110,808
==> what timing repair did <==
| action | in CTS | in global routing |
|---|---|---|
| buffers inserted | 0 | 0 |
| endpoints found under the setup margin | 0 | 9 |
| hold buffers | 0 | 0 |
| gates resized | 0 | 0 |
==> logic make-up after synthesis <==
kind of cell | Yosys count | synth area share
AOI/OAI and AO/OA | 36 | 0.205
and+or+nand+nor | 28 | 0.135
muxes | 45 | 0.474
buffers and inverters | 26 | 0.186
==> how the worst max path moves through the flow <==
stage	from	endpoint	cells past startpoint
after global routing	B[15]	SAIDA[44]	4
after CTS	B[15]	SAIDA[29]	5
final	B[15]	SAIDA[39]	4
Power is estimated from default activity; no workload was simulated.
